## flow/design.v

```verilog
module memory_design(output reg [7:0] data_output, input [7:0] data_input, input [5:0] address, input enable, read_write, clk);
    reg [5:0] memory[63:0];
    always @(posedge clk)
	begin
	    if (enable) 
		begin
		    if (read_write)
			memory[address] <= data_input;
		    else 
			data_output <= memory[address];
		end
	end
endmodule
module test_memory_design();
    wire [7:0] data_output;
    reg [7:0] data_input; 
    reg [5:0] address; 
    reg enable, read_write, clk;
    memory_design G(data_output, data_input, address, enable, read_write, clk);
    initial
	begin
            enable=1;read_write=1;clk=0;
	    #100 clk=1;address=5'b00001;data_input=8'b00000010;
	    #100 clk=0;
     	    #100 clk=1;read_write=0;address=5'b00001;
	    #100 clk=0;read_write=1;address=5'b00010;data_input=8'b00000011;
	    #100 clk=1;
	    #100 clk=0;
	    #100 clk=1;read_write=0;address=5'b00010;
	end
endmodule
```

## flow/run.sh

```bash
#!/bin/bash
# OpenROAD 26Q1-2900-gdf79404cd8, Yosys 0.63+post, stock flow scripts
make -C /OpenROAD-flow-scripts/flow DESIGN_CONFIG=/design/flow/config.mk WORK_HOME=/design/flow/orfs finish
```

## flow/config.mk

```make
export PLATFORM = sky130hd
export DESIGN_NAME = memory_design
export DESIGN_NICKNAME = memory_design
export VERILOG_FILES = /design/flow/design.v
export SDC_FILE = /design/flow/constraint.sdc
export NUM_CORES = 4
export LEC_CHECK = 1
export CORE_UTILIZATION = 50
```

## flow/constraint.sdc

```tcl
current_design memory_design

set clk_period 10.2
set clk_io_pct 0.2

create_clock -name clk0 -period $clk_period [get_ports {clk}]

set non_clock_inputs [all_inputs -no_clocks]
set_input_delay [expr $clk_period * $clk_io_pct] -clock clk0 $non_clock_inputs
set_output_delay [expr $clk_period * $clk_io_pct] -clock clk0 [all_outputs]
```

==> metrics.cfg <==
[drt]
ant_nets=0
dr.first_iter.drc_count=690
wl_per_cell_um=28.84
m1WireLength_mm=13.99
num_vias=8500
vias_per_cell=6.430
wl_met2_mm=17.33
top_layer=met5
wl_mm=38.13
wl_met3_mm=5.713
drc=0
n_antenna_cell=0
dr.pass1.iters=5

[clock_network]
post_cts_resized=0
clock_path_buffers=3
cts_buffers=39
clockRootBuffer=clkbuf_16
clk_pin_slew_ps=60
clk_latency_ps=530
post_cts_buffers=0
cts_sinks=390
h-tree-depth=2
cts_hold_buf=0
cts_tree=yes

[cells_and_area]
drive_gt1_share_pct=15.13
final_cell_mix=390 x edfxtp_1, 77 x nor2_1, 56 x a221oi_1, 39 x clkbuf_16, 35 x a22oi_1
lay_top_count=edfxtp_1
final_area_mm2=0.01708
syn2layout_area_growth_pct=11.56

[logic_synthesis]
yosysWarnings=1
synth_stat.cells=884
yosys_most_used_dff=edfxtp_1
netlist_area_mm2=0.01531
syn_avg_cell_area_um2=17.31
numSynthFlops=390
ys_seq_share_pct=76.51
synthDistinctLibCells=55
ys_area_mm2=0.01531
edf_count=390
syn_inst=884
synth_async_sr_flop_share_pct=0

[sta]
finalMaxSlewViolations=0
finalHoldViolCount=0
fin_crit_sh_pct=49.68
fmax_mhz=197.3
fin_crit_ps=5068
tightest_slew_ps=892.4
setup_viol=0
relSlewSlack_pct=40.28
setup_tns_ps=0
rsz0062_at_grt=no
fin_worst_skew_ps=15.95

[power]
p_leak_nw=5.315
power_density_mw_per_mm2=195.9
max-vdd-ir-drop_uv=124.4

[grt]
track_usage_pct=28.39
grt_overflow_total=0
antenna_found_initial=0
grt_pass1_vias=9113
grt_max_degree=65
grt_first_pass_wirelength_mm=56.95

[outcome]
status=completed

[setup_path]
max_stage_delay_ps=860
critical_path.max_fanout=51
crit_type=in -> reg
crit_required_ps=10340
cp_top_family=simple AND/OR/NAND/NOR gates
startpoint=address[2]
crit_cells=7
ff2ff_path_depth=6
start_kind=input pin
slowest_stage=nor2_1
crit_arrival_ps=5200
crit_chain=buf_4 -> buf_4 -> inv_1 -> buf_4 -> nor2_1 -> nand2_1 -> nor2_1
rrSetupSlack_ps=7900
path_buffers=4
timing.rr.start=memory[52][4]
endpoint_kind=flip-flop
cp_common_cell=buf_4
r2r_end=data_output[4]
endpoint=memory[52][3]

[placement]
io_buffers=20
dpl_cell_area_mm2=0.01583
dp_hpwl_mm=22.73
gp_congestion=0.9515

[die]
core_area_mm2=0.02987
fp-utilization_pct=51.23
rows=63
fp.dieW_um=177.0
io_pins=25
die_h_um=177.0
die_area_mm2=0.03131

[min_path]
hold_class=reg -> reg

[run]
drv_cap=0
tool_warnings=27

==> power by group <==
part	internal (mW)	switching [mW]	leakage, nW
clock network	0.828	0.566	0.615
registers	1.77	0.00166	3.51
logic	0.0539	0.123	1.19
total	2.65	0.690	5.32
==> how the worst min path moves through the flow <==
stage,cells past startpoint,from,endpoint
after CTS,4,memory[3][4],data_output[4]
after global routing,4,memory[3][4],data_output[4]
final,4,memory[3][4],data_output[4]
==> synth_stat cells (3+ instances only) <==
cell	number	area [um2]
mux2_2	17	191.4
nand4_1	4	25.02
a311oi_1	3	26.28
inv_1	3	11.26
a22oi_1	35	262.8
o221ai_1	8	70.07
a21oi_1	15	75.07
nand3b_1	10	75.07
nand3_1	4	20.02
and3_1	3	18.77
o22ai_1	14	87.58
o21ai_0	7	35.03
buf_4	5	37.54
buf_1	3	11.26
clkbuf_1	33	123.9
edfxtp_1	390	11710
a221o_1	5	50.05
a21o_1	4	30.03
and2_1	3	18.77
a2111oi_0	4	35.03
buf_2	21	105.1
a211oi_1	6	45.04
a22o_1	12	105.1
mux4_2	25	563.0
a221oi_1	56	490.5
mux2i_1	20	200.2
nor2b_1	11	68.82
buf_6	3	33.78
nor3_1	10	50.05
o211ai_1	3	22.52
a32oi_1	3	26.28
nor2_1	79	296.5
and3b_1	4	35.03
nand2_1	33	123.9
==> state kept, by name, indices dropped and copies added, names as in the netlist <==
name,flops
data_output,6
memory,384
==> through the flow <==
stage	std cells	hold slack (ps)	power [mW]	util (%)	worst slack (ps)
final	1322	766.9	3.344	57.16	5132
after global routing	1322	801.4	3.442	57.16	4932
after CTS	1322	770.8	3.363	57.16	5179
after detailed placement	1253	749.0	1.983	52.98	4650
after global placement	1253	750.5	1.979	52.98	4626
after floorplan	885	670.1	1.901	-	6290
==> kinds of logic (layout without fill, tap and decap cells) <==
kind of cell / after synthesis / count (layout) / share of synthesized area, %
AND/OR/NAND/NOR: 170 / 170 / 5.207
multiplexers: 63 / 63 / 6.311
flip-flops: 390 / 390 / 76.51
AND-OR/OR-AND: 190 / 190 / 9.785
other: 1 / 2 / 0.02450
buffers and inverters: 70 / 117 / 2.158
==> per-layer routing <==
layer  track usage (%)  up-vias
met1             41.28     4219
met4             6.430        4
li1                  -     3673
met5             3.686        -
met3             17.83       67
met2             39.62      537
==> worst min-delay path: stages, from the launching register on <==
cell      delay (ps)
edfxtp_1         320
mux2i_1           60
nand2_1           60
o211ai_1         110
nand4_1          100
==> area by class of cell <==
| cell class | count | area [um2] |
|---|---|---|
| Fill cell | 2144 | 12800 |
| Sequential cell | 390 | 11710 |
| Multi-Input combinational cell | 425 | 3278 |
| Clock buffer | 44 | 994.7 |
| Tap cell | 390 | 488.0 |
| Timing Repair Buffer | 43 | 330.3 |
| Clock inverter | 25 | 254.0 |
| Inverter | 5 | 18.77 |
Power and IR drop assume default switching activity.
