File: flow/run.sh
#!/bin/bash
# OpenROAD 26Q1-2900-gdf79404cd8, Yosys 0.63+post, stock flow scripts
make -C /OpenROAD-flow-scripts/flow DESIGN_CONFIG=/design/flow/config.mk WORK_HOME=/design/flow/orfs finish
File: flow/config.mk
export PLATFORM = sky130hd
export DESIGN_NAME = ripple_carry_adder_4_bit
export DESIGN_NICKNAME = ripple_carry_adder_4_bit
export VERILOG_FILES = /design/flow/design.v
export SDC_FILE = /design/flow/constraint.sdc
export NUM_CORES = 4
export LEC_CHECK = 1
export CORE_AREA = 10 10 70 70
export DIE_AREA = 0 0 80 80
File: flow/constraint.sdc
current_design ripple_carry_adder_4_bit

set clk_period 5.0
set clk_io_pct 0.2

create_clock -name clk0 -period $clk_period

set non_clock_inputs [all_inputs -no_clocks]
set_input_delay [expr $clk_period * $clk_io_pct] -clock clk0 $non_clock_inputs
set_output_delay [expr $clk_period * $clk_io_pct] -clock clk0 [all_outputs]
File: flow/design.v
module half_adder(S,C,x,y);
    output S,C;
    input x,y;
    xor G1(S,x,y);
    and(C,x,y);    
endmodule
module full_adder(S,C,x,y,z);
    output S,C;
    input x,y,z;
    wire S1,C1,C2;
    half_adder G2(S1,C1,x,y);
    half_adder G3(S,C2,S1,z);
    or G4(C,C1,C2);
endmodule
module ripple_carry_adder_4_bit(S,C_out,A,B,C_in);
    output [3:0] S;
    output C_out;
    input [3:0] A;
    input [3:0] B;
    input C_in;
    wire C1,C2,C3;
    full_adder G5(S[0],C1,A[0],B[0],C_in);
    full_adder G6(S[1],C2,A[1],B[1],C1);
    full_adder G7(S[2],C3,A[2],B[2],C2);
    full_adder G8(S[3],C_out,A[3],B[3],C3);
endmodule
module test_ripple_carry_adder_4_bit();
    wire [3:0] S;
    wire C_out;
    reg [3:0] A;
    reg [3:0] B;
    reg C_in;
    ripple_carry_adder_4_bit G9(S,C_out,A,B,C_in);
    initial
	begin
	    A=4'b0111;B=4'b1110;C_in=0;
	    #100 A=4'b0001;B=4'b0010;C_in=0;
	end
endmodule
==> flow_metrics.env <==
# flow metrics
export IMPL_status="completed"
export IMPL_ys_types=3
export IMPL_grt_pass1_wl_um=710
export IMPL_lay_top_count="clkdlybuf4s50_1"
export IMPL_mostFrequentLayoutCells="14 x clkdlybuf4s50_1, 10 x inv_1, 4 x fa_1"
export IMPL_wl_per_cell_um=6.068
export IMPL_std_cell_rows=21
export IMPL_antenna_found_initial=0
export IMPL_finalPower_uw=28.65
export IMPL_nClkBuffers=0
export IMPL_path_max_fanout=1
export IMPL_dp_hpwl_um=449.9
export IMPL_place_congestion=0.7945
export IMPL_drtIter0Drc=0
export IMPL_synthTopCellsByArea="fa_1 54%, inv_1 25%, buf_4 20%"
export IMPL_cts_setup_buffers=0
export IMPL_maxCapViolations=0
export IMPL_syn_inst=18
export IMPL_crit_required_ps=4000
export IMPL_portBuffers=14
export IMPL_p_leak_uw=0.0001372
export IMPL_worstPathArrival_ps=3460
export IMPL_vias=134
export IMPL_path_class="in -> out"
export IMPL_hold_depth=5
export IMPL_flop_count=0
export IMPL_syn_to_final_growth_pct=113.6
export IMPL_drc=0
export IMPL_cts_resized=0
export IMPL_whs_endpoint="S[3]"
export IMPL_dr_pass1_iters=1
export IMPL_startpoint_type="primary input"
export IMPL_ys_cells=18
export IMPL_ctsHoldBuffers=0
export IMPL_drive_above_1_share=0
export IMPL_yosys_stat_seqShare=0
export IMPL_openroad_warnings=32
export IMPL_dp_cells=74
export IMPL_drt_antenna_violating_nets=0
export IMPL_rsz0062_at_grt="no"
export IMPL_n_antenna_cell=0
export IMPL_drt_wl_total_um=449
export IMPL_period_needed_ps=4459
export IMPL_grt_pass1_vias=162
export IMPL_maxSlewHeadroom=0.9301
export IMPL_seq_area_um2=0
export IMPL_grt_use_total=0.01392
export IMPL_via_per_inst=1.811
export IMPL_ys_chip_area_um2=147.6
export IMPL_final_setup_viol_count=0
export IMPL_top_area_cell="fa_1"
export IMPL_p_per_area_nw_per_um2=90.87
export IMPL_min_delay_path_class="in -> out"
export IMPL_drv_slew=0
export IMPL_peakVddDrop_mv=0.02256
export IMPL_gr_total_overflow=0
export IMPL_endpoint_kind="output port"
export IMPL_ys_warn_count=0
export IMPL_die_h_um=80
export IMPL_core_area_um2=3416
export IMPL_finalHoldViolations=0
export IMPL_tightest_slew_ps=104.5
export IMPL_die_area_um2=6400
export IMPL_grt_start_max_net_pins=2
export IMPL_die_x_um=80
export IMPL_hold_path_startpoint="B[3]"
export IMPL_fp_utilization=0.04322
export IMPL_yosysTopAreaCellShare=0.5424
export IMPL_timing_fmax_mhz=224.3
export IMPL_avgSynthCellArea_um2=8.202
export IMPL_fin_cells=74
export IMPL_setup_tns_ps=0
export IMPL_syn_area_um2=147.6
export IMPL_io_pin_count=14
export IMPL_fin_crit_sh=0.8918
[cell usage after synthesis, drive strengths merged]
| cell type | number |
|---|---|
| fa | 4 |
| inv | 10 |
| buf | 4 |
[metrics by stage]
stage	hold WS, ps	setup slack (ps)	cell area, µm²	util
final	3053	540.9	315.3	0.09231
after global routing	3124	382.9	315.3	0.09231
after CTS	3070	488.5	315.3	0.09231
after detailed placement	3065	504.0	315.3	0.09231
after global placement	3042	537.8	315.3	0.09231
after floorplan	2217	1423	147.6	-
[critical path, cell delays in order]
cell and delay, ps:
clkdlybuf4s50_1 400, inv_1 80, fa_1 170, inv_1 50, fa_1 400, fa_1 370, inv_1 70, fa_1 400
inv_1 60, clkdlybuf4s50_1 460
[logic make-up after synthesis]
kind of cell | after synthesis | share of synthesized area
fa+ha+maj | 4 | 0.5424
buf+inv | 14 | 0.4577
[layout make-up]
cell class / instances / area [µm²]
tap: 46 / 57.56
timing repair buffer: 14 / 140.1
inverter: 10 / 37.54
multi-input combinational: 4 / 80.08
fill: 408 / 3100
[per-layer routing]
| metal | wire, µm | global-route usage | share of wire | vias to the layer above |
|---|---|---|---|---|
| li1 | - | - | - | 60 |
| met1 | 255 | 0.02072 | 0.57 | 60 |
| met2 | 111 | 0.01766 | 0.25 | 14 |
| met3 | 82 | 0.007955 | 0.18 | 0 |
| met4 | 0 | 0 | 0 | 0 |
| met5 | 0 | 0 | 0 | - |
[worst max path at each step]
stage / start / depth (start not counted) / slack, ps / to
5_1_grt: A[0] / 10 / 380 / S[3]
4_1_cts: A[0] / 10 / 490 / S[3]
6_report: A[0] / 10 / 540 / S[3]
[report_power, final]
| group | total (µW) | internal (µW) | switching (µW) |
|---|---|---|---|
| registers | 0 | 0 | 0 |
| clock network | 0 | 0 | 0 |
| logic | 28.7 | 20.5 | 8.12 |
