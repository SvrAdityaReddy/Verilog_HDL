==> /design/flow/design.v <==
module adder_4_bit(cout,Sum,A,B,cin);
    output [3:0] Sum;
    output cout;
    input [3:0] A;
    input [3:0] B;
    input cin;
    assign {cout,Sum}=A+B+cin;
endmodule
module test_adder_4_bit();
    wire [3:0] Sum;
    wire cout;
    reg [3:0] A;
    reg [3:0] B;
    reg cin;
    adder_4_bit G(cout,Sum,A,B,cin);
    initial
	begin
	    A=4'b0111;B=4'b1110;cin=0;
	    #100 A=4'b0001;B=4'b0010;cin=0;
	end
endmodule
==> /design/flow/run.sh <==
#!/bin/bash
# OpenROAD 26Q1-2900-gdf79404cd8, Yosys 0.63+post, stock flow scripts
make -C /OpenROAD-flow-scripts/flow DESIGN_CONFIG=/design/flow/config.mk WORK_HOME=/design/flow/orfs finish
==> /design/flow/config.mk <==
export PLATFORM = sky130hd
export DESIGN_NAME = adder_4_bit
export DESIGN_NICKNAME = adder_4_bit
export VERILOG_FILES = /design/flow/design.v
export SDC_FILE = /design/flow/constraint.sdc
export NUM_CORES = 4
export LEC_CHECK = 1
export CORE_AREA = 10 10 70 70
export DIE_AREA = 0 0 80 80
==> /design/flow/constraint.sdc <==
current_design adder_4_bit

set clk_period 3.0
set clk_io_pct 0.2

create_clock -name clk0 -period $clk_period

set non_clock_inputs [all_inputs -no_clocks]
set_input_delay [expr $clk_period * $clk_io_pct] -clock clk0 $non_clock_inputs
set_output_delay [expr $clk_period * $clk_io_pct] -clock clk0 [all_outputs]
==> notes.md <==
Implementation results.

The pin closest to its max-slew limit shows a slew of 137 ps. The number of maximum-capacitance constraint violations is 0. Yosys reports that the most numerous cell types are 4 x sky130_fd_sc_hd__inv_1, 3 x sky130_fd_sc_hd__ha_1, 2 x sky130_fd_sc_hd__fa_1, 2 x sky130_fd_sc_hd__xnor2_1. The critical path's largest stage delay is 460 ps.

The initial antenna violation count is 0. The main area contributors are sky130_fd_sc_hd__fa_1 28%, sky130_fd_sc_hd__ha_1 26%, sky130_fd_sc_hd__xnor2_1 12%, sky130_fd_sc_hd__inv_1 10%, sky130_fd_sc_hd__a21oi_2 6.1%. The category of the critical setup timing path is in2out. Measured along the x axis, the die boundary spans 80 µm.

The STA report counts the stages on the worst setup path as 6. Fill cells in the final layout number 401. The global-route wire length before repair is roughly 800 µm. For this design the ratio of total power to cell area is 166 nW/µm². The hold-critical path depth is 3.

The cell count after synthesis came out at 16. Broken down by cell family, the worst path's largest delay share belongs to buffers and inverters. The sequential share of the synthesized area is 0%. The post-layout worst setup margin is 126 ps.

In this run the tool buffered the top-level ports with 14 buffer cells. The cell count listed in synth_stat.txt is 16. The area share of the largest cell type after synthesis is 27.8%. The number of warnings reported in the stage logs is 35. The global routing report lists combined usage of all routing layers as 1.57%. The post-route total power is 0.0569 mW. On the final layout, the worst hold slack is roughly 2100 ps. The detailed placer's ending HPWL is around 490 µm. The final RePlAce weighted congestion is 0.748. The highest achievable clock rate is approximately 350 MHz. Traced cell by cell, the critical path runs through dlygate4sd2_1 > fa_2 > inv_1 > fa_2 > inv_1 > clkdlybuf4s50_1. The post-CTS hold buffer count recorded in the log is 0. The sequential cell area is 0 µm².

For this run, the detailed router's first-pass iteration total came to 1. Sorting the Yosys area breakdown by cell type puts at the top sky130_fd_sc_hd__fa_1. The clock buffers instantiated in the layout total 0. The Yosys step of the flow raised 0 warnings. The mapped netlist covers 144 µm². The overflow left after global routing is 0.

In the final report, the number of endpoints failing setup comes to 0. STA classifies the critical path endpoint as a primary output. Entering global routing, the biggest net connects 4 pins.

The routed layout has 154 vias. The total die area is 6400 µm². The DRC violations left is 0.

For the worst min-delay path, the startpoint reported by OpenROAD is B[0]. The fraction of layout cells with a size suffix above 1 is between 10% and 20%. The data required time reported for the critical path is around 2400 ps. The placeable core region is 3420 µm². The summed negative setup slack over all endpoints is 0 ps. The flow ran to the end, and the final reports show no timing, DRC or antenna violations. The final design utilization is 10.0%. The pre-CTS setup slack is -94.2 ps.

Pin placement for this block handled 14 I/O pins. The die is 80 µm tall. The class of the tightest hold or removal check is in2out. At the floorplan stage, the core utilization is reported as 4.21%. The final antenna-violating net count is 0. The number of design-rule violations left by the first detailed-router iteration is 0.

The area reported by Yosys stat is between 100 and 150 µm². For reference, the final report shows the hold violation count at 0. The combined buffer and inverter count along the critical path is 4. The slowest stage of the critical path belongs to the cell sky130_fd_sc_hd__clkdlybuf4s50_1. Subtracting the final worst setup slack from the clock period gives around 2900 ps. For reference, the final report shows the max-slew violation count at 0.

The number of gates resized after CTS was 6. The number of rows created at floorplan is 21. The normalized max-slew margin is 90.8%. The number of diodes added for antenna fixing is 0.

The leakage power summed over all cells is 0.137 nW. Buffers added to address setup during post-CTS repair amount to 0. The routed design shows a via density per instance of 2.03. OpenROAD reports that the post-layout worst path occupies 95.8% of the period. A synthesized cell averages 8.99 µm².

TritonRoute output was used to compute an average wire per cell of 6.80 µm. Compared with the post-synthesis result, the final layout area differs by 138%. There are 0 flip-flops and latches. The maximum fanout count along the critical path is 2. After detailed routing, the total wire length is a little over 500 µm.

The kind of start point of the critical path is an input port. Per the synthesis report, the number of distinct cell types is 9. On the critical path the data arrives at 2270 ps.

The most common cell in the netlist is sky130_fd_sc_hd__inv_1. For reference, the critical path is launched at A[0]. VDD sags by at most 21.9 µV. The via count of the first global-routing pass is around 170. Setup repair after global routing left no endpoint under its margin.
==> cell type report <==
cell class | count | area, µm² | area share, %
Multi-Input combinational cell | 12 | 134 | 39.1
Timing Repair Buffer | 14 | 136 | 39.8
Inverter | 4 | 15.0 | 4.38
Tap cell | 46 | 57.6 | 16.8
==> cells in the final DEF (no fill, tap or decap) <==
cell,count
sky130_fd_sc_hd__dlygate4sd2_1,3
sky130_fd_sc_hd__xnor2_1,2
sky130_fd_sc_hd__clkdlybuf4s50_1,11
sky130_fd_sc_hd__a21oi_2,1
sky130_fd_sc_hd__a21o_1,1
sky130_fd_sc_hd__ha_1,3
sky130_fd_sc_hd__nand2b_1,1
sky130_fd_sc_hd__o21ai_1,1
sky130_fd_sc_hd__fa_2,2
sky130_fd_sc_hd__inv_1,4
sky130_fd_sc_hd__nor2b_1,1
==> where the power goes <==
group	total, mW	switching [mW]	internal [mW]
Combinational	0.0569	0.0170	0.0399
Clock	0	0	0
Sequential	0	0	0
==> kinds of logic (layout without fill, tap and decap cells) <==
| family | count (synthesis) | count (layout) | synth area share, % |
|---|---|---|---|
| simple gates | 2 | 2 | 8.70 |
| xor+xnor | 2 | 2 | 12.2 |
| fa+ha+maj | 5 | 5 | 53.9 |
| buf+inv | 4 | 18 | 10.4 |
| compound gates | 3 | 3 | 14.8 |
==> final timing paths <==
path	endpoint
setup / recovery	Sum[1]
hold / removal	Sum[0]
==> through the flow <==
step	instance area, µm²	cells
CTS	343	76
global route	343	76
detailed placement	342	76
finish	343	76
global placement	342	76
floorplan	144	16
==> per-layer routing <==
layer / vias up / GRT usage (%) / part of all wire (%) / routed length, µm
met5: - / 0 / 0 / 0
met4: 0 / 0 / 0 / 0
li1: 78 / - / - / -
met3: 0 / 1.82 / 30 / 153
met2: 12 / 1.85 / 29 / 152
met1: 64 / 1.92 / 41 / 211
Power is estimated from default activity; no workload was simulated.
